## ./run.sh

```bash
#!/bin/bash
# OpenROAD 26Q1-2900-gdf79404cd8, Yosys 0.63+post, stock flow scripts
make -C /OpenROAD-flow-scripts/flow DESIGN_CONFIG=/design/flow/config.mk WORK_HOME=/design/flow/orfs finish
```

## ./config.mk

```make
export PLATFORM = sky130hd
export DESIGN_NAME = reg_file
export DESIGN_NICKNAME = reg_file
export VERILOG_FILES = /design/flow/design.v
export SDC_FILE = /design/flow/constraint.sdc
export NUM_CORES = 4
export LEC_CHECK = 1
export CORE_UTILIZATION = 40
```

## ./constraint.sdc

```tcl
current_design reg_file

set clk_period 3.4
set clk_io_pct 0.2

create_clock -name clk0 -period $clk_period [get_ports {clk}]

set non_clock_inputs [all_inputs -no_clocks]
set_input_delay [expr $clk_period * $clk_io_pct] -clock clk0 $non_clock_inputs
set_output_delay [expr $clk_period * $clk_io_pct] -clock clk0 [all_outputs]
```

## ./design.v

```verilog
`timescale 1ns/10ps
module reg_file (
    reset,
    clk,
    ra,
    rb,
    wa,
    wda,
    reg_wr,
    rda,
    rdb
);
input reset;
input [0:0] clk;
input [4:0] ra;
input [4:0] rb;
input [4:0] wa;
input [31:0] wda;
input [0:0] reg_wr;
output [31:0] rda;
reg [31:0] rda;
output [31:0] rdb;
reg [31:0] rdb;
reg [31:0] registers [0:32-1];
always @(reset, rb, ra, registers[0], registers[1], registers[2], registers[3], registers[4], registers[5], registers[6], registers[7], registers[8], registers[9], registers[10], registers[11], registers[12], registers[13], registers[14], registers[15], registers[16], registers[17], registers[18], registers[19], registers[20], registers[21], registers[22], registers[23], registers[24], registers[25], registers[26], registers[27], registers[28], registers[29], registers[30], registers[31]) begin: REG_FILE_READ
    if ((reset == 1)) begin
        if (ra) begin
            rda = registers[ra];
        end
        if (rb) begin
            rdb = registers[rb];
        end
    end
end
always @(posedge clk) begin: REG_FILE_WRITE
    if ((reset == 1)) begin
        if (reg_wr) begin
            if (wa) begin
                registers[wa] <= wda;
            end
        end
    end
end
endmodule
```

==> run notes <==
Status of the implementation.

- The flow ran to the end, and the final reports show no timing, DRC or antenna violations.
- The report lists the number of cells resized after CTS as 0.
- The area of the die is 0.123 mm², for reference.
- After its last routability iteration, the placer logged a weighted congestion of 0.903.
- The number of warning messages in the yosys log is 1, for reference.
- The most frequent logic cell in the layout is sky130_fd_sc_hd__edfxtp_1, for reference.
- The beginning of the critical path is wa[2], for reference.
- Per the detailed-route log, wirelength across all metal layers totals 154 mm.
- Yosys attributes the largest share of cell area to sky130_fd_sc_hd__edfxtp_1 63%, sky130_fd_sc_hd__mux2i_1 13%, sky130_fd_sc_hd__mux4_2 8.7%.
- STA classifies the critical path endpoint as a flip-flop.
- After detailed routing, the average wire length per cell comes to 32.0 µm.
- The total cell area reported by yosys after synthesis is 0.0484 mm², for reference.
- The final route contains 29789 vias.
- The final number of hold-violating endpoints is 0, for reference.
- The number of remaining DRC errors is 0, for reference.
- Entering global routing, the biggest net connects 68 pins.
- The total clock buffers created by CTS is 105, for reference.
- The maximum cell stage delay along the critical path is 0.70 ns, for reference.
- Along the critical path, the tally of buffer and inverter instances is 2.
- CTS built an H-tree with a depth of 3.
- The worst-case setup slack after placement is 0.330 ns, for reference.
- Per the CTS log, the root buffer master is sky130_fd_sc_hd__clkbuf_16.
- The initial antenna violation count is 3, for reference.
- The max capacitance violation total is 0, for reference.
- The final tally of setup violations is 0, for reference.
- 128 endpoints have no timing constraint.
- Summed over all nets, the half-perimeter wirelength after detailed placement is 88.8 mm.
- Per the run report, area growth between synthesis and finish was 15.2%.
- The cell taking the most area after synthesis is sky130_fd_sc_hd__edfxtp_1, for reference.
- In this run the critical path is formed by clkdlybuf4s50_1 > or3b_2 > nor2_4 > buf_12.
- In this run, synthesis produced a sequential element count of 1088.
- After clock tree synthesis, the setup repair step added 0 buffers.
- Per the OpenROAD floorplan log, the area of the core is 0.120 mm².
- The count of tool warnings is 1237, for reference.
- Per the post-route antenna check, the number of violating nets is 0.
- The via count of the first global-routing pass is 32864, for reference.
- The clock-pin slew on the worst setup and hold paths is 0.05 ns, for reference.
- The floorplan core density is 40.4%, for reference.
- A synthesized cell averages 16.4 µm².
- The sink of the worst hold path is registers[21][24]$_DFFE_PP_, for reference.
- Ranking logic cells in the layout by count gives the top entries 1024 x sky130_fd_sc_hd__edfxtp_1, 640 x sky130_fd_sc_hd__mux2i_1, 188 x sky130_fd_sc_hd__mux4_2.
- The CTS tree is done, for reference.
- The peak supply drop is 0.280 mV, for reference.
- The floorplan report gives the top-level pin count as 114.
- In the final layout, the share of cells above drive strength 1 is 16.9%.
- The sum of negative setup slack is 0 ns, for reference.
- The first-pass detailed-route iteration total is 7, for reference.
- The smallest clock period supported by the final layout is computed as 2.58 ns.
- The final max-slew violation count is 0, for reference.
- The violation tally recorded at the end of detailed-routing iteration 0 is 1982.
- The most critical min-delay path falls under input port to flip-flop.
- The post-CTS hold buffer count recorded in the log is 0.
- The worst hold path was traced through 2 stages.
- Yosys reports that the leading cell type by area covers 63.5% of the netlist area.
- The worst relative slew slack is 31.6%, for reference.
- Setup repair after global routing left no endpoint under its margin.
- Counting distinct cell types in the post-synthesis netlist gives 36.
- The portion of the clock cycle consumed by the worst path in the final layout is 76.0%, for reference.
- The critical path data required time is 3.61 ns, for reference.
- The tally of buffers added on design ports is 113, for reference.
- Per the post-synthesis report, the number of cells in the design is 2946.
- The worst setup path is launched from an input port.
- The number of register pins that no clock reaches is 64, for reference.
- The cell depth of the worst setup path is 4, for reference.
- The placement row count is 127, for reference.
- The kind of cell with the highest combined delay on the critical path is simple AND/OR/NAND/NOR gates, for reference.
- The final worst slack is 0.817 ns, for reference.
- The die width is 350 µm, for reference.
- The power per cell area is 472 mW/mm², for reference.
- The critical path class is input port to flip-flop, for reference.
- The number of vias per cell after detailed routing is 6.20, for reference.
- On the critical path the data arrives at 2.79 ns.
- In this run the deepest clock path goes through 3 buffers.
- The leakage power is 19.2 nW, for reference.
- The highest clock rate this design can be run at is 387 MHz.
- The library cell contributing the largest single delay on the critical path is sky130_fd_sc_hd__clkdlybuf4s50_1, for reference.
- The start point of the worst hold path is wda[24], for reference.
- STA lists the maximum fanout along the critical path as 16.
- The remaining global-route overflow is 0, for reference.
- Before any placement, the netlist area is recorded as 0.0484 mm².
- For this design, Yosys synthesis ends with a cell count of 2946.
- The wire length of the first global-routing pass is 221 mm, for reference.
- The vertical die dimension is 350 µm, for reference.
- The global routing usage summed across all routing layers is 27.5%, for reference.
- The pin closest to its max-slew limit shows a slew of 1.02 ns.
==> power breakdown <==
part / switching [mW] / leakage, nW / internal (mW)
Clock: 3.12 / 1.68 / 6.59
Sequential: 0.0758 / 9.76 / 14.1
Combinational: 1.49 / 7.81 / 0.890
==> synthesized netlist by cell type <==
library cell and n:
sky130_fd_sc_hd__edfxtp_1 1024, sky130_fd_sc_hd__mux2i_1 640, sky130_fd_sc_hd__mux4_2 188, sky130_fd_sc_hd__a22oi_1 182, sky130_fd_sc_hd__a21oi_1 133, sky130_fd_sc_hd__nand2_1 103
sky130_fd_sc_hd__nand3_1 97, sky130_fd_sc_hd__clkbuf_1 88, sky130_fd_sc_hd__buf_2 86, sky130_fd_sc_hd__a22o_1 69, sky130_fd_sc_hd__dlxtn_1 64, sky130_fd_sc_hd__nor2_1 35
sky130_fd_sc_hd__nor3_1 33, sky130_fd_sc_hd__a31oi_1 32, sky130_fd_sc_hd__o221ai_1 32, sky130_fd_sc_hd__o22ai_1 32, sky130_fd_sc_hd__a211oi_1 27, sky130_fd_sc_hd__buf_1 27
sky130_fd_sc_hd__buf_4 14, sky130_fd_sc_hd__buf_6 8, sky130_fd_sc_hd__a2111oi_2 4, sky130_fd_sc_hd__mux4_1 4, sky130_fd_sc_hd__nor2b_1 4, sky130_fd_sc_hd__nand2b_1 3
sky130_fd_sc_hd__nand3b_1 3, sky130_fd_sc_hd__and2_1 2, sky130_fd_sc_hd__or3_1 2, sky130_fd_sc_hd__or3b_2 2, sky130_fd_sc_hd__a2111oi_1 1, sky130_fd_sc_hd__buf_12 1
sky130_fd_sc_hd__conb_1 1, sky130_fd_sc_hd__nand4_1 1, sky130_fd_sc_hd__nand4b_1 1, sky130_fd_sc_hd__o31ai_1 1, sky130_fd_sc_hd__o41ai_1 1, sky130_fd_sc_hd__or2_2 1
==> state kept, by name, indices dropped and copies added, names as in the netlist <==
register	flops
rda	32
rdb	32
registers	1024
==> final cells by class <==
type | count | area [µm²]
Sequential cell | 1088 | 31700
Clock buffer | 117 | 2690
Antenna cell | 1 | 2.50
Timing Repair Buffer | 243 | 2530
Multi-Input combinational cell | 1665 | 16100
Tap cell | 1612 | 2020
Clock inverter | 77 | 748
Fill cell | 9770 | 64200
==> per-stage QoR <==
| stage | util, % | total power [mW] | cell area, µm² | hold slack (ns) | std cells |
|---|---|---|---|---|---|
| 4_1_cts | 46.5 | 28.2 | 55800 | 0.782 | 4802 |
| 5_1_grt | 46.5 | 28.9 | 55800 | 0.824 | 4802 |
| 3_3_place_gp | 43.6 | 16.8 | 52300 | 1.52 | 4608 |
| 2_1_floorplan | - | 15.8 | 48600 | 0.779 | 2977 |
| 3_5_place_dp | 43.6 | 16.8 | 52300 | 1.53 | 4608 |
| 6_report | 46.5 | 26.3 | 55800 | 0.999 | 4803 |
==> how the worst max path moves through the flow <==
stage	to	slack, ns
after CTS	registers[27][21]$_DFFE_PP_	1.06
final	registers[6][12]$_DFFE_PP_	0.82
after global routing	registers[27][29]$_DFFE_PP_	0.91
==> layer usage <==
layer	share of wire (%)	vias to the layer above	routed length, µm	global-route usage [%]
met5	0.33	-	503	4.24
met4	3.4	20	5240	7.62
met3	19	317	29900	23.5
met2	44	2387	67200	37.7
met1	33	14633	50700	32.4
li1	-	12432	-	-
==> cells by family (layout without fill, tap and decap cells) <==
| family | count (synthesis) | in the layout | synth area share (%) |
|---|---|---|---|
| other | 1 | 33 | 0.00774 |
| latches | 64 | 64 | 1.98 |
| AND/OR/NAND/NOR | 287 | 287 | 2.68 |
| flip-flops | 1024 | 1024 | 63.5 |
| multiplexers | 832 | 832 | 22.2 |
| buffers and inverters | 224 | 437 | 2.22 |
| AND-OR/OR-AND | 514 | 514 | 7.44 |
Power figures rest on the tool's default switching activity, not on a simulated workload.
